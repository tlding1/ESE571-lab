**design.v**
```verilog
`timescale 1ns / 1ps
`default_nettype none
module gp1(input wire a, b,
           output wire g, p);
   assign g = a & b;
   assign p = a | b;
endmodule
module gp4(input wire [3:0] gin, pin,
           input wire cin,
           output wire gout, pout,
           output wire [2:0] cout);
   assign gout = gin[3] | (gin[2] & pin[3]) | (gin[1] & pin[3] & pin[2]) | (gin[0] & pin[3] & pin[2] & pin[1]);
   assign pout = (& pin);
   assign cout[0] = gin[0] | (pin[0] & cin);
   assign cout[1] = gin[1] | (pin[1] & gin[0]) | (pin[1] & pin[0] & cin);
   assign cout[2] = gin[2] | (pin[2] & gin[1]) | (pin[2] & pin[1] & gin[0]) | (pin[2] & pin[1] & pin[0] & cin);
endmodule
module cla16
  (input wire [15:0]  a, b,
   input wire         cin,
   output wire [15:0] sum);
    wire[15:0] g;
    wire[15:0] p;
    wire[3:0] gout;
    wire[3:0] pout;
    wire[15:0] cout;
    genvar i;
      for(i=0;i<15;i=i+1) begin
            gp1 mygp1 (.a(a[i]),.b(b[i]),.g(g[i]),.p(p[i]));
      end
    gp4 mygp41 (.gin(g[3:0]),.pin(p[3:0]),.cin(cin),.gout(gout[0]),.pout(pout[0]),.cout(cout[2:0]));
    gp4 mygp42 (.gin(g[7:4]),.pin(p[7:4]),.cin(cout[3]),.gout(gout[1]),.pout(pout[1]),.cout(cout[6:4]));
    gp4 mygp43 (.gin(g[11:8]),.pin(p[11:8]),.cin(cout[7]),.gout(gout[2]),.pout(pout[2]),.cout(cout[10:8]));
    gp4 mygp44 (.gin(g[15:12]),.pin(p[15:12]),.cin(cout[11]),.gout(gout[3]),.pout(pout[3]),.cout(cout[14:12]));
    gp4 mygp4top (.gin(gout[3:0]),.pin(pout[3:0]),.cin(cin),.gout(),.pout(),.cout({cout[11],cout[7],cout[3]}));
    assign sum[0] = a[0] ^ b[0] ^ cin;  
    genvar j;
      for(j=1;j<16;j=j+1) begin
            assign sum[j] = a[j] ^ b[j] ^ cout[j-1];
      end
endmodule
module gpn
  #(parameter N = 4)
  (input wire [N-1:0] gin, pin,
   input wire  cin,
   output wire gout, pout,
   output wire [N-2:0] cout);
endmodule
```
**run.sh**
```bash
#!/bin/bash
# OpenROAD 26Q1-2900-gdf79404cd8, Yosys 0.63+post, stock flow scripts
make -C /OpenROAD-flow-scripts/flow DESIGN_CONFIG=/design/flow/config.mk WORK_HOME=/design/flow/orfs finish
```
**config.mk**
```make
export PLATFORM = sky130hd
export DESIGN_NAME = cla16
export DESIGN_NICKNAME = cla16
export VERILOG_FILES = /design/flow/design.v
export SDC_FILE = /design/flow/constraint.sdc
export NUM_CORES = 4
export LEC_CHECK = 1
export CORE_AREA = 10 10 82 82
export DIE_AREA = 0 0 92 92
```
**constraint.sdc**
```tcl
current_design cla16

set clk_period 7.9
set clk_io_pct 0.2

create_clock -name clk0 -period $clk_period

set non_clock_inputs [all_inputs -no_clocks]
set_input_delay [expr $clk_period * $clk_io_pct] -clock clk0 $non_clock_inputs
set_output_delay [expr $clk_period * $clk_io_pct] -clock clk0 [all_outputs]
```
==> results.sh <==
# source this file to load flow results
export IMPL_status="finished, final reports clean"
export IMPL_rsz0062_at_grt="no"
export IMPL_post_cts_buffers=0
export IMPL_hp_class="in2out"
export IMPL_fin_util=0.3119
export IMPL_setup_tns_ns=0
export IMPL_worst_slew_pin_slew_ns=0.3975
export IMPL_hold_viol_final=0
export IMPL_log_warning_count=51
export IMPL_final_area_mm2=0.001583
export IMPL_synth_seq_share=0
export IMPL_grt_usage=0.06110
export IMPL_cp_start_kind="input pin"
export IMPL_crit_arrival_ns=4.47
export IMPL_syn_to_final_growth_pct=57.53
export IMPL_pwr_density_cell_mw_per_mm2=64.84
export IMPL_fin_crit_sh=0.7657
export IMPL_p_leak_nw=0.7977
export IMPL_grt_pass1_vias=1011
export IMPL_worst_setup_path_end_kind="primary output"
export IMPL_dr_pass1_iters=4
export IMPL_crit_fanout=3
export IMPL_drtIter0Drc=22
export IMPL_fp_dieH_um=92
export IMPL_yosysWarnings=0
export IMPL_route_detailed_drc=0
export IMPL_antennaDiodeCount=0
export IMPL_cp_required_ns=6.32
export IMPL_crit_slowest_cell="clkdlybuf4s50_1"
export IMPL_syn_inst=135
export IMPL_grt_max_degree=6
export IMPL_grt_ovfl_total=0
export IMPL_p_comb_frac=1.000
export IMPL_switching_share=0.3427
export IMPL_layout_cells_non_filler=254
export IMPL_netlist_area_leader_share=0.3736
export IMPL_setup_worst_path_start="a[2]"
export IMPL_maxSlewViolCount=0
export IMPL_chipWidth_um=92
export IMPL_dpl_hpwl_um=2322
export IMPL_post_synth_top_area_cell="ha_1"
export IMPL_ff_count=0
export IMPL_hold_buffers=0
export IMPL_critPathMaxStageDelay_ns=0.48
export IMPL_top_cells_by_area="ha_1, inv_1, fa_1"
export IMPL_register_area_um2=0
export IMPL_mostFrequentLayoutCell="clkdlybuf4s50_1"
export IMPL_netlist_area_mm2=0.001005
export IMPL_p_sw_mw=0.03517
export IMPL_routed_wl_um=2422
export IMPL_min_from="a[15]"
export IMPL_lay_top_cells="clkdlybuf4s50_1, inv_1, ha_1"
export IMPL_seqPwrFrac=0
export IMPL_routed_via_density=3.610
export IMPL_critical_path_class="in2out"
export IMPL_max_freq_mhz=165.3
export IMPL_cp_cell_sequence="clkdlybuf4s50_1 -> inv_1 -> ha_1 -> nor4b_1 -> or3_1 -> o21ai_0 -> o31ai_1 -> a21oi_1 -> fa_1 -> xnor2_1 -> clkdlybuf4s50_1"
export IMPL_die_area_mm2=0.008464
export IMPL_place_inst=254
export IMPL_ant_nets=0
export IMPL_syn_area_per_cell_um2=7.442
export IMPL_grt_pass1_wl_um=4498
export IMPL_p_clk_frac=0
export IMPL_fin_crit_ns=6.049
export IMPL_finalSetupViolCount=0
export IMPL_num_clock_buffers=0
export IMPL_peakVddDrop_mv=0.01961
export IMPL_cap_viol_max_count=0
export IMPL_internal_power_mw=0.06746
export IMPL_yosysCellCount=135
export IMPL_slew_headroom=0.7350
export IMPL_core_mm2=0.005075
export IMPL_antenna_found_initial=0
export IMPL_num_rows=26
export IMPL_cts_resized=0
export IMPL_pre_cts_ws_ns=1.829
export IMPL_synth_cell_type_count=24
export IMPL_fin_ws_ns=1.851
export IMPL_place_congestion=0.7591
export IMPL_vias=917
export IMPL_postPlaceCellArea_mm2=0.001583
export IMPL_drive_gt1_frac=0.005435
export IMPL_ys_area_mm2=0.001005
export IMPL_hold_worst_slack_ns=4.224
export IMPL_io_pins=49
export IMPL_fp_util=0.1980
export IMPL_path_common_cell="clkdlybuf4s50_1"
export IMPL_portBuffers=49
export IMPL_power_total_mw=0.1026
export IMPL_post_drt_wl_per_cell_um=9.535
## synth_stat cells (3+ instances only)
library cell	count
xnor2_1	9
ha_1	30
nor3_1	3
inv_1	46
o21ai_0	4
a21oi_1	8
xor2_1	4
nor2b_1	3
nor2_1	5
fa_1	4
nor4_1	3
## critical path: cells and delay by family
kind	cells	cell delay (ns)
AND-OR/OR-AND	3	0.63
XOR/XNOR	1	0.15
adder cells (fa/ha/maj)	2	0.59
buffers and inverters	3	1.01
AND/OR/NAND/NOR	2	0.51
## final cells by class
| type | instances | area, µm² |
|---|---|---|
| inverters | 46 | 172.7 |
| well taps | 70 | 87.58 |
| multi-input cells | 89 | 832.0 |
| fillers | 569 | 3492 |
| repair buffers | 49 | 490.5 |
## worst paths after layout
kind,to,depth (start not counted)
setup / recovery,sum[9],11
hold / removal,sum[15],4
## kinds of logic (layout without fill, tap and decap cells)
family	count (synthesis)	count (layout)	share of synthesized area
buffers and inverters	46	95	0.1719
adders and majority gates	34	34	0.4533
and+or+nand+nor	21	21	0.1208
AOI/OAI and AO/OA	20	20	0.1308
xor gates and xnor gates	13	13	0.1133
muxes	1	1	0.009963
## power groups by stage
stage	Sequential, mW	Combinational, mW	Clock (mW)
after CTS	0	0.106	0
after global routing	0	0.118	0
final	0	0.103	0
## layer usage
layer	GRT usage	routed length [µm]
met5	0	0
met3	0.01895	206
met2	0.1041	1130
met1	0.07874	1085
met4	0	0
Power and IR drop assume default switching activity.
