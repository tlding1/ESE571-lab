File: design.v
`timescale 1ns / 1ps
module SpiCtrl (
    input wire       clk,
    input wire       send_start,
    input wire [7:0] send_data,
    output wire      send_ready,
    output wire      CS,
    output wire      SDO,
    output wire      SCLK
);
    localparam  Idle   = 0,
                Send   = 1,
                HoldCS = 2,
                Hold   = 3;
    localparam  COUNTER_MID = 4,
                COUNTER_MAX = 9,
                SCLK_DUTY = 5;
    reg [2:0]   state = Idle;
    reg [7:0]   shift_register=0;
    reg [3:0]   shift_counter=0;
    wire        clk_divided;
    reg [4:0]   counter=0;
    reg         temp_sdo;
    assign SCLK = (counter < SCLK_DUTY) | CS;
    assign SDO = temp_sdo | CS | (state == HoldCS ? 1'b1 : 1'b0);
    assign CS = (state != Send && state != HoldCS) ? 1'b1 : 1'b0;
    assign send_ready = (state == Idle && send_start == 1'b0) ? 1'b1 : 1'b0;
    always@(posedge clk)
        case (state)
        Idle: begin
            if (send_start == 1'b1)
                state <= Send;
        end
        Send: begin
            if (shift_counter == 8 && counter == COUNTER_MID) begin
                state <= HoldCS;
            end
        end
        HoldCS: begin
            if (shift_counter == 4'd3)
                state <= Hold;
        end
        Hold: begin
            if (send_start == 1'b0)
                state <= Idle;
        end
        endcase
    always@(posedge clk)
        if (state == Send && ~(counter == COUNTER_MID && shift_counter == 8)) begin
            if (counter == COUNTER_MAX)
                counter <= 0;
            else
                counter <= counter + 1'b1;
        end else
            counter <= 'b0;
    always@(posedge clk)
        if (state == Idle) begin
            shift_counter <= 'b0;
            shift_register <= send_data;
            temp_sdo <= 1'b1;
        end
        else if (state == Send) begin
            if (counter == COUNTER_MID) begin
                temp_sdo <= shift_register[7];
                shift_register <= {shift_register[6:0], 1'b0};
                if (shift_counter == 4'b1000)
                    shift_counter <= 'b0;
                else
                    shift_counter <= shift_counter + 1'b1;
            end
        end
        else if (state == HoldCS) begin
            shift_counter <= shift_counter + 1'b1;
        end
endmodule
File: run.sh
#!/bin/bash
# OpenROAD 26Q1-2900-gdf79404cd8, Yosys 0.63+post, stock flow scripts
make -C /OpenROAD-flow-scripts/flow DESIGN_CONFIG=/design/flow/config.mk WORK_HOME=/design/flow/orfs finish
File: config.mk
export PLATFORM = sky130hd
export DESIGN_NAME = SpiCtrl
export DESIGN_NICKNAME = SpiCtrl
export VERILOG_FILES = /design/flow/design.v
export SDC_FILE = /design/flow/constraint.sdc
export NUM_CORES = 4
export LEC_CHECK = 1
export CORE_AREA = 10 10 92 92
export DIE_AREA = 0 0 102 102
File: constraint.sdc
current_design SpiCtrl

set clk_period 2.1
set clk_io_pct 0.2

create_clock -name clk0 -period $clk_period [get_ports {clk}]

set non_clock_inputs [all_inputs -no_clocks]
set_input_delay [expr $clk_period * $clk_io_pct] -clock clk0 $non_clock_inputs
set_output_delay [expr $clk_period * $clk_io_pct] -clock clk0 [all_outputs]
==> results.sh <==
# physical design summary
export IMPL_ant_nets=0
export IMPL_die_h_um=102
export IMPL_via_per_inst=3.862
export IMPL_min_path_type="reg -> reg"
export IMPL_rows=29
export IMPL_grt_max_degree=14
export IMPL_hold_slack_ns=0.4633
export IMPL_die_area_sq_um=10400
export IMPL_yosysChipArea_sq_um=1084
export IMPL_antenna_found_initial=0
export IMPL_grt_pass1_vias=785
export IMPL_wirelength_um=2035
export IMPL_gp_congestion=0.8262
export IMPL_ctsHoldBuffers=0
export IMPL_outcome="finished clean"
export IMPL_synth_edff_count=10
export IMPL_critPathCaptureType="primary output"
export IMPL_dr_pass1_iters=4
export IMPL_core_sq_um=6459
export IMPL_numCtsBuffers=3
export IMPL_path_clk_slew_ns=0.07
export IMPL_synthCells=98
export IMPL_cp_start_kind="flip-flop"
export IMPL_fmax_ghz=0.4987
export IMPL_yosysWarnings=1
export IMPL_leakage_uw=0.0005043
export IMPL_period_needed_ns=2.005
export IMPL_synth_largest_area_cell="edfxtp_1"
export IMPL_critical_path_required_ns=1.68
export IMPL_critPathKind="reg -> out"
export IMPL_post_drt_wl_per_cell_um=10.38
export IMPL_fin_crit_sh=0.9549
export IMPL_final_hold_viol_count=0
export IMPL_ys_flops=20
export IMPL_overflow=0
export IMPL_maxCapViolCount=0
export IMPL_rsz0062_at_grt="false"
export IMPL_clockRootBuffer="clkbuf_8"
export IMPL_drc=0
export IMPL_flop_cell="edfxtp_1"
export IMPL_worstMarginPinSlew_ns=0.4013
export IMPL_synthTopCellsByArea="edfxtp_1 28%, dfxtp_1 18%, ha_1 12%"
export IMPL_cts_tree="built"
export IMPL_synth_area_per_cell_sq_um=11.06
export IMPL_clockBufferDepth=2
export IMPL_slowest_delay_ns=0.37
export IMPL_via_count=757
export IMPL_arrival_ns=1.59
export IMPL_drtIter0Drc=17
export IMPL_clock_latency_late_pin_ns=0.25
export IMPL_async_reset_ff_frac=0
export IMPL_ios=14
export IMPL_fp_util=0.1678
export IMPL_track_usage=0.04081
export IMPL_setup_tns_ns=0
export IMPL_cp_slowest_cell="edfxtp_1"
export IMPL_setup_viol=0
export IMPL_syn_area_sq_um=1084
export IMPL_drive_gt1_frac=0.2101
export IMPL_path_cells="inv_2 -> ha_4 -> inv_1 -> or3_1 -> dlygate4sd2_1"
export IMPL_area_growth_syn_to_layout_pct=30.25
export IMPL_cp_top_family="flip-flops"
export IMPL_grt_pass1_wl_um=3574
export IMPL_cts_num_sinks=20
export IMPL_slew_violations=0
export IMPL_antenna_diode_count=0
export IMPL_cts_htree_levels=1
export IMPL_worst_path_buf_inv=3
export IMPL_ys_seq_share=0.4619
export IMPL_pwr_density_cell_nw_per_um2=1206
export IMPL_die_w_um=102
export IMPL_path_max_fanout=3
export IMPL_place_detailed_hpwl_um=1502
export IMPL_synth_cell_types=33
export IMPL_yosysTopAreaCellShare=0.2771
export IMPL_yosys_cells=98
export IMPL_vdd_ir_drop_max_v=0.0002652
export IMPL_slew_headroom=0.7315
export IMPL_warnings=32
export IMPL_fin_skew_ns=0.002189
export IMPL_port_buffer_count=13
-- what timing repair did --
item	CTS	global route
endpoints found under the setup margin	2	0
setup buffers	4	0
gates resized	6	0
endpoints found under the hold margin	0	0
-- path summary, 6_finish.rpt --
kind | from | slack [ns] | end | cells past startpoint
max | state[0]$_DFFE_PP_ | 0.09 | SDO | 5
min reg2reg | temp_sdo$_SDFFE_PN1P_ | 0.46 | temp_sdo$_SDFFE_PN1P_ | 1
max reg2reg | state[1]$_DFFE_PP_ | 0.40 | state[0]$_DFFE_PP_ | 5
min | temp_sdo$_SDFFE_PN1P_ | 0.46 | temp_sdo$_SDFFE_PN1P_ | 1
-- metal layers --
layer | global-route usage | vias to the layer above | wire length [um]
met2 | 0.06272 | 14 | 905
li1 | - | 391 | -
met5 | 0 | - | 0
met4 | 0.004338 | 0 | 0
met1 | 0.05673 | 352 | 1002
met3 | 0.01363 | 0 | 127
-- worst reg2reg max path: cells and delay by family (launching register included) --
family	cells	cell delay (ns)
and+or+nand+nor	2	0.56
AOI/OAI and AO/OA	1	0.15
DFF	1	0.41
adders and majority gates	1	0.19
buffers and inverters	1	0.16
-- final cells by class --
| cell class | count | area, sq um |
|---|---|---|
| tap | 77 | 96.34 |
| inverter | 11 | 41.29 |
| fill | 684 | 5047 |
| clock inverter | 1 | 3.754 |
| clock buffer | 3 | 41.29 |
| sequential | 20 | 500.5 |
| timing repair buffer | 19 | 173.9 |
| multi-input combinational | 65 | 554.3 |
-- cell usage after synthesis, types with 2 or more instances --
master    count
nand3_1       3
and3_1        2
edfxtp_1     10
o21ai_0       2
nor2b_1       2
nand2_1       5
nor2_1        8
mux2_2        8
clkbuf_1      2
xor2_1        2
dfxtp_1      10
ha_1         10
inv_1        11
a211oi_1      4
-- cells by family (layout without fill, tap and decap cells) --
family,after synthesis,in the layout,synth area share
AOI/OAI and AO/OA,15,15,0.1016
xor gates and xnor gates,3,3,0.02425
adders and majority gates,10,10,0.1155
buffers and inverters,13,34,0.04504
DFF,20,20,0.4619
muxes,9,9,0.09238
and+or+nand+nor,28,28,0.1594
-- per-stage QoR --
step | std cells | instance area, sq um | power, uW | setup slack [ns] | util
2_1_floorplan | 98 | 1084 | 1141 | 0.4370 | -
3_3_place_gp | 188 | 1318 | 1358 | 0.1250 | 0.2040
3_5_place_dp | 188 | 1318 | 1363 | 0.08234 | 0.2040
4_1_cts | 196 | 1411 | 1720 | 0.03244 | 0.2185
5_1_grt | 196 | 1411 | 1866 | 0.006460 | 0.2185
6_report | 196 | 1411 | 1702 | 0.09477 | 0.2185
-- power by group --
part           internal (uW)  total, uW  switching [uW]
sequential               596        657            61.6
clock                    130        251             120
combinational            396        794             398
total                   1120       1700             580
-- cells in the final DEF (no fill, tap or decap), types with 4 or more instances in the layout --
cell	n
edfxtp_1	10
nand2_1	5
dfxtp_1	10
a211oi_1	4
ha_1	8
mux2_2	8
clkdlybuf4s50_1	12
buf_4	6
nor2_1	8
inv_1	9
-- state kept, by name (all words and copies together), names as in the netlist --
name and cells:
counter 5, temp_sdo 1, shift_register 8, shift_counter 4, state 2
No activity file was given, so power comes from the tool's default toggle rates.
