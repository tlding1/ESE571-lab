$ cat /design/flow/run.sh
#!/bin/bash
# OpenROAD 26Q1-2900-gdf79404cd8, Yosys 0.63+post, stock flow scripts
make -C /OpenROAD-flow-scripts/flow DESIGN_CONFIG=/design/flow/config.mk WORK_HOME=/design/flow/orfs finish
$ cat /design/flow/config.mk
export PLATFORM = sky130hd
export DESIGN_NAME = delay_ms
export DESIGN_NICKNAME = delay_ms
export VERILOG_FILES = /design/flow/design.v
export SDC_FILE = /design/flow/constraint.sdc
export NUM_CORES = 4
export LEC_CHECK = 1
export CORE_AREA = 10 10 112 112
export DIE_AREA = 0 0 122 122
$ cat /design/flow/constraint.sdc
current_design delay_ms

set clk_period 5.1
set clk_io_pct 0.2

create_clock -name clk0 -period $clk_period [get_ports {clk}]

set non_clock_inputs [all_inputs -no_clocks]
set_input_delay [expr $clk_period * $clk_io_pct] -clock clk0 $non_clock_inputs
set_output_delay [expr $clk_period * $clk_io_pct] -clock clk0 [all_outputs]
$ cat /design/flow/design.v
`timescale 1ns / 1ps
module delay_ms (
    input wire        clk,
    input wire [11:0] delay_time_ms,
    input wire        delay_start,
    output wire       delay_done
);
    localparam  Idle = 0,  
                Hold = 1,
                Done = 2;
    localparam  MAX = 17'd99999;  
    reg  [1:0] state = Idle;
    reg [11:0] stop_time   = 0,
			   ms_counter  = 0;
    reg [16:0] clk_counter = 0;
    assign delay_done = (state == Idle && delay_start == 1'b0) ? 1'b1 : 1'b0;  
    always@(posedge clk)
        case (state)
        Idle: begin
            stop_time <= delay_time_ms;  
            if (delay_start == 1'b1)
                state <= Hold;
        end
        Hold: begin
            if (ms_counter == stop_time && clk_counter == MAX)  
                if (delay_start == 1'b1)
                    state <= Done;
                else
                    state <= Idle;
		end
        Done: begin
            if (delay_start == 1'b0)  
                state <= Idle;
		end
		default: state <= Idle;
        endcase
    always@(posedge clk)
        if (state == Hold)
            if (clk_counter == MAX) begin  
                clk_counter <= 'b0;
                if (ms_counter == stop_time)
                    ms_counter <= 'b0;
                else
                    ms_counter <= ms_counter + 1'b1;
            end
            else
                clk_counter <= clk_counter + 1'b1;
        else begin
            clk_counter <= 'b0;  
            ms_counter <= 'b0;
        end
endmodule
==> reports/results.ini <==
[place]
gp_congestion = 0.816
dpl.hpwl_um = 2570
placed_area_um2 = 2300
port_buffers = 14
dp.cells = 357

[floorplanning]
ioPinCount = 15
floorplan.rows = 37
chipWidth_um = 122
coreArea_um2 = 10200
fp_util_pct = 19.7
dieArea_um2 = 14900
die_h_um = 122

[clock_network]
cts_max_level = 2
numCtsBuffers = 5
clk_pin_slew_ns = 0.07
cts_tree = done
post-cts-setup-buffers = 0
cts_max_path_buffers = 2
ctsResizeCount = 0
ctsHoldBuffers = 0
cts_sinks = 43
clk_latency_ns = 0.29
cts_root_buf = clkbuf_8

[global_routing]
grt_overflow = 0
grt_use_met2_pct = 8.04
grtUsageTotal_pct = 5.00
grt_pass1_vias = 1493
grt.met3_usage_pct = 0.845
use_met1_pct = 6.95
grt_pass1_wl_um = 6480
top_usage_layer = met2
antenna_found_initial = 0
grt_max_degree = 23

[sta]
finalCriticalPeriod_ns = 3.09
rsz0062_at_grt = no
hold_viol = 0
tns_ns = 0
finalClockPeriodUsage_pct = 60.6
setup_viol = 0
drv_slew = 0
worst_pin_slew_ns = 0.654
relSlewSlack_pct = 56.1
skew_ns = 0.00680
clock.fmax_mhz = 324

[cells_and_area]
fin_cells = 365
fin_util_pct = 23.4
post-route-cell-area_um2 = 2390
layout-drive-gt1-share_pct = 7.86
syn_to_final_growth_pct = 18.7

[routing]
ant_nets = 0
drtIter0Drc = 60
viasPerCell = 4.11
firstDrtPassIters = 4
antenna_cells_inserted = 0
wl_um = 3620
dr_total_vias = 1501
wire_per_inst_um = 9.93
drc = 0

[logic_synthesis]
ys_seq_share_pct = 49.6
area_leaders = dfxtp_1, edfxtp_1, xor2_1
syn_area_per_cell_um2 = 9.51
yosysWarningCount = 1
synth_area_um2 = 2020
synth-main-ff-cell = dfxtp_1
ys_cells = 212
synthArstFlopShare_pct = 0
ys_seq_elements = 43
edf_count = 14
top_area_share_pct = 28.8
yosys_area_um2 = 2020
yosysTopAreaCell = dfxtp_1
syn_inst = 212
synth_cell_type_count = 35

[critical_path]
cp_data_required_time_ns = 4.08
crit_path_max_fanout = 2
worstSetupPathType = input port to output pin
critPathArrivalTime_ns = 2.07
cp-end-kind = output pin
start_kind = input port

[job]
tool_warnings = 25
timing.max_cap.violations = 0

[power]
p_leak_uw = 0.000795
power_uw = 801
ir_worst_vdd_mv = 0.300
powerDensity_nw_per_um2 = 335

[worst_hold_path]
hp-class = register to register

[run_status]
status = finished, final reports clean

-- stage by stage --
| step | setup WS, ns | hold slack (ns) |
|---|---|---|
| 6_report | 2.01 | 0.469 |
| 5_1_grt | 1.89 | 0.495 |
| 4_1_cts | 2.00 | 0.470 |
| 3_5_place_dp | 2.02 | 0.453 |
| 3_3_place_gp | 2.00 | 0.443 |
| 2_1_floorplan | 3.00 | 0.430 |
-- synthesized netlist by cell type, types with 5 or more instances --
| cell type | n |
|---|---|
| nor2_1 | 29 |
| xnor2_1 | 6 |
| dfxtp_1 | 29 |
| buf_2 | 5 |
| edfxtp_1 | 14 |
| nand3_1 | 26 |
| nand2_1 | 13 |
| a22oi_1 | 8 |
| and3_1 | 5 |
| a21oi_1 | 11 |
| and2_1 | 6 |
| xor2_1 | 21 |
-- cells in the final DEF, fill, tap and decap left out, types with 2 or more instances in the layout --
| cell type | instances |
|---|---|
| xor2_1 | 21 |
| and4_1 | 2 |
| nand4_1 | 3 |
| ha_1 | 2 |
| inv_1 | 2 |
| o31a_1 | 2 |
| dfxtp_1 | 29 |
| nand2_2 | 2 |
| nor4_1 | 4 |
| a21oi_1 | 11 |
| nor3_1 | 4 |
| and3_1 | 5 |
| nor2_1 | 29 |
| buf_4 | 2 |
| and2_1 | 6 |
| nand3_1 | 26 |
| nor2_2 | 3 |
| xnor2_1 | 6 |
| a31oi_1 | 2 |
| clkbuf_8 | 6 |
| nand2_1 | 13 |
| clkdlybuf4s50_1 | 14 |
| a22oi_1 | 8 |
| edfxtp_1 | 14 |
-- sequential cells by signal (all words and copies together), names as in the netlist --
name / flops
ms_counter: 12
stop_time: 12
state: 2
clk_counter: 17
-- worst max-delay path, stage by stage --
cell             delay, ns
clkdlybuf4s50_1       0.42
nor3_1                0.14
clkdlybuf4s50_1       0.50
-- area by class of cell --
cell class                 count  area (µm²)
tap                          136         170
sequential                    43        1000
multi-input combinational    160         968
fill                        1081        7840
timing repair buffer          16         155
clock inverter                 1        5.00
clock buffer                   7        86.3
inverter                       2        7.51
-- kinds of logic after synthesis --
family	synth area share [%]
adders and majority gates	1.24
and+or+nand+nor	27.5
xor gates and xnor gates	11.7
DFF	49.6
buffers and inverters	2.36
AOI/OAI and AO/OA	7.57
-- metal layers --
layer	share of wire [%]	vias to the layer above	wire [µm]
li1	-	777	-
met1	49	700	1780
met2	46	22	1670
met3	2.9	2	106
met4	1.7	0	61
met5	0	-	0
-- path summary, 6_finish.rpt --
| check | from | end | slack (ns) | depth (start not counted) |
|---|---|---|---|---|
| max | delay_start | delay_done | 2.01 | 3 |
| max reg2reg | clk_counter[0] | state[0] | 2.97 | 6 |
| min reg2reg | clk_counter[0] | clk_counter[0] | 0.47 | 1 |
| min | clk_counter[0] | clk_counter[0] | 0.47 | 1 |
-- where the power goes --
group | internal, µW | total, µW | switching [µW] | leakage [µW]
Sequential | 418 | 446 | 28.2 | 0.000369
Clock | 109 | 217 | 107 | 0.0000482
Combinational | 49.1 | 138 | 89.2 | 0.000378
Total | 576 | 801 | 225 | 0.000795
Power and IR drop assume default switching activity.
